### flow/config.mk
export PLATFORM = sky130hd
export DESIGN_NAME = MEMWB
export DESIGN_NICKNAME = MEMWB
export VERILOG_FILES = /design/flow/design.v
export SDC_FILE = /design/flow/constraint.sdc
export NUM_CORES = 4
export LEC_CHECK = 1
export CORE_UTILIZATION = 40
### flow/design.v
module MEMWB (clk, rst, ALUresult_in ,mem_in,RegDst_in,RegAddrI_in,RegAddrR_in,RegWrite_in,MemToReg_in,ALUresult_out,mem_out,RegDst_out,RegAddrI_out,RegAddrR_out,RegWrite_out,MemToReg_out);
   input         clk;
   input         rst;
   input  [31:0] ALUresult_in; 
   input  [31:0] mem_in;
   input  RegDst_in;
   input  [4:0]  RegAddrI_in;
   input  [4:0]  RegAddrR_in;
   input  RegWrite_in;
   input  MemToReg_in;
   output [31:0] ALUresult_out;
   output [31:0] mem_out;
   output  RegDst_out;
   output [4:0]  RegAddrI_out;
   output [4:0]  RegAddrR_out;
   output RegWrite_out;
   output MemToReg_out;
   reg [31:0] ALUresult;
   reg [31:0] mem;
   reg RegDst;
   reg [4:0]  RegAddrI;
   reg [4:0]  RegAddrR;
   reg RegWrite;
   reg MemToReg;
   always @(posedge clk or posedge rst) begin
      if ( rst ) 
        begin
            ALUresult<=0;
            mem<=0;
            RegDst<=0;
            RegAddrI<=0;
            RegAddrR<=0;
            RegWrite<=0;
            MemToReg<=0;
        end
      else
        begin
           ALUresult<=ALUresult_in;
           mem<=mem_in;
           RegDst<=RegDst_in;
           RegAddrI<=RegAddrI_in;
           RegAddrR<=RegAddrR_in;
           RegWrite<=RegWrite_in;
           MemToReg<=MemToReg_in;
        end
   end 
   assign ALUresult_out=ALUresult;
   assign mem_out=mem;
   assign RegDst_out=RegDst;
   assign RegAddrI_out=RegAddrI;
   assign RegAddrR_out=RegAddrR;
   assign RegWrite_out=RegWrite;
   assign MemToReg_out=MemToReg;
endmodule
### flow/constraint.sdc
current_design MEMWB

set clk_period 1.0
set clk_io_pct 0.2

create_clock -name clk0 -period $clk_period [get_ports {clk}]

set non_clock_inputs [all_inputs -no_clocks]
set_input_delay [expr $clk_period * $clk_io_pct] -clock clk0 $non_clock_inputs
set_output_delay [expr $clk_period * $clk_io_pct] -clock clk0 [all_outputs]
### flow/run.sh
#!/bin/bash
# OpenROAD 26Q1-2900-gdf79404cd8, Yosys 0.63+post, stock flow scripts
make -C /OpenROAD-flow-scripts/flow DESIGN_CONFIG=/design/flow/config.mk WORK_HOME=/design/flow/orfs finish
==> run_results.csv <==
group,metric,value,unit
floorplan,die-width,71.48,µm
setup_path,path_cells,"buf_2",
hold_path,hp-class,"input pin to register",
routing,drc,0,
clock_network,clock-root-buffer,"clkbuf_8",
yosys,avgSynthCellArea,24.75,µm²
setup_path,crit_buf_inv,1,
hold_path,min_from,"ALUresult_in[2]",
grt,gr-total-overflow,0,
floorplan,core,0.004504,mm²
pwr,leakagePower,1.631,nW
yosys,synth-async-reset-ratio,100.0,%
floorplan,rows,24,
layout,comb_area,0,µm²
run,log.warning_count,29,
yosys,ys_area,0.001931,mm²
setup_path,slowest_stage,"dfrtp_1",
setup_path,cp_max_fo,1,
setup_path,worst_path_largest_cell_delay,0.39,ns
clock_network,path_clk_slew,0.07,ns
run_status,violations,"setup timing",
floorplan,fp_util,42.86,%
grt,antenna_found_initial,0,
yosys,synth_area,0.001931,mm²
yosys,ys_seq_share,99.81,%
floorplan,die_area,0.005109,mm²
final_timing,layout_setup_ws,-0.04341,ns
yosys,yosysWarningCount,1,
clock_network,cts_num_sinks,77,
run,cap_violations,0,
layout,nMultiInputCombCells,0,
floorplan,io_pins,156,
clock_network,cts_setup_buffers,0,
final_timing,fmaxAchievable,958.4,MHz
routing,drt-total-wl,5.365,mm
routing,routedWlPerCell,17.71,µm
clock_network,cts_inserted_buffers,9,
routing,viasPerCell,4.330,
yosys,netlist.area_leader.share,99.81,%
final_timing,rsz0062_at_grt,"true",
routing,dr.pass1.iters,2,
setup_path,startpoint,"mem[14]",
grt,grt_pass1_vias,1473,
final_timing,slew_headroom,85.57,%
setup_path,cpLargestDelayFamily,"flip-flops",
grt,grt_usage,23.26,%
final_timing,drv_slew,0,
setup_path,crit_arrival,0.84,ns
clock_network,hold_buffers,0,
setup_path,crit_type,"register to output port",
final_timing,finalClockPeriodUsage,104.3,%
routing,postRouteAntennaNets,0,
place,gp_congestion,0.7541,
pwr,total_power,0.006178,W
run_status,status,"complete, but fails checks",
yosys,synthTopCellsByCount,"dfrtp_1 (77), inv_1 (1)",
floorplan,die_y,71.48,µm
clock_network,cts_tree,"yes",
setup_path,start_kind,"register",
yosys,yosysMostFrequentCell,"dfrtp_1",
final_timing,setup_viol,22,
yosys,ys_cells,78,
grt,grt_pass1_wl,7.879,mm
pwr,peakVddDrop,1304,µV
layout,syn2layout_area_growth,76.73,%
yosys,synth_cell_types,2,
yosys,topCellsByArea,"dfrtp_1 (100%), inv_1 (0.19%)",
pwr,powerDensity,1811,mW/mm²
layout,drive_above_1_share,37.45,%
yosys,synthFlopType,"dfrtp_1",
final_timing,hold_slack,0.3029,ns
yosys,synth_flops,77,
grt,grt_max_degree,44,
place,portBuffers,155,
final_timing,tightest_slew,0.2164,ns
final_timing,final_hold_viol_count,0,
clock_network,htree_levels,3,
yosys,enable_flop_cells,0,
setup_path,cp.required,0.80,ns
yosys,syn_inst,78,
yosys,yosysTopAreaCell,"dfrtp_1",
routing,diodes,0,
clock_network,cts_buffer_depth,2,
routing,drtIter0Drc,17,
final_timing,tns,-0.3649,ns
setup_path,crit_path_end_kind,"output port",
final_timing,fin_crit,1.043,ns
routing,vias,1312,
place,hpwl,3.804,mm
==> path summary, 6_finish.rpt <==
check	to	slack (ns)	depth (start not counted)
worst max-delay path	mem_out[14]	-0.04	1
min in group asynchronous	ALUresult[9]	0.31	3
worst min-delay path	ALUresult[2]	0.30	1
max in group asynchronous	ALUresult[17]	0.48	3
==> through the flow <==
step | area (µm²) | instances | worst slack (ns) | utilization (%)
CTS | 3412 | 303 | -0.07130 | 75.75
global route | 3412 | 303 | -0.08536 | 75.75
floorplan | 1934 | 78 | -0.06790 | -
global placement | 3591 | 287 | 0.01059 | 79.72
finish | 3412 | 303 | -0.04341 | 75.75
detailed placement | 3591 | 287 | -0.03646 | 79.72
==> kinds of logic after synthesis <==
kind of cell | Yosys count | synth area share, %
flip-flops | 77 | 99.81
buffers and inverters | 1 | 0.1942
==> repair_timing <==
item | 4_1_cts | 5_1_grt
setup endpoints to repair | 77 | 77
endpoints found under the hold margin | 0 | 0
resized | 241 | 0
==> layout make-up <==
type                    count  area [µm²]
inverters                   1       7.507
fillers                   276        1092
clock buffers              11       131.4
well taps                  52       65.06
repair buffers            157        1206
flip-flops and latches     77        1927
clock inverters             5       75.07
==> state kept, by name, summed over array words and instances, names as in the netlist <==
| signal | flops |
|---|---|
| RegAddrI | 5 |
| RegDst | 1 |
| RegAddrR | 5 |
| RegWrite | 1 |
| ALUresult | 32 |
| MemToReg | 1 |
| mem | 32 |
==> metal layers <==
metal  vias to the layer above  global-route usage [%]  wire (µm)
met5                         -                       0          0
met4                         0                   5.011        125
met3                        10                   12.55        844
met2                       117                   37.67       2642
met1                       613                   29.04       1753
li1                        572                       -          -
==> placed cells by master (no fill, tap or decap), drive strengths merged <==
master / instances
buf: 79
clkbuf: 11
dfrtp: 77
clkinvlp: 1
clkdlybuf4s50: 78
bufinv: 2
clkinv: 3
==> report_power, final <==
part | leakage, nW | switching, W | internal, W | total [W]
Sequential | 0.897 | 0.0000402 | 0.00327 | 0.00331
Combinational | 0.627 | 0.000138 | 0.000380 | 0.000517
Clock | 0.107 | 0.000957 | 0.00139 | 0.00235
Power and IR drop assume default switching activity.
