### constraint.sdc
current_design IDEX

set clk_period 1.0
set clk_io_pct 0.2

create_clock -name clk0 -period $clk_period [get_ports {clk}]

set non_clock_inputs [all_inputs -no_clocks]
set_input_delay [expr $clk_period * $clk_io_pct] -clock clk0 $non_clock_inputs
set_output_delay [expr $clk_period * $clk_io_pct] -clock clk0 [all_outputs]
### config.mk
export PLATFORM = sky130hd
export DESIGN_NAME = IDEX
export DESIGN_NICKNAME = IDEX
export VERILOG_FILES = /design/flow/design.v
export SDC_FILE = /design/flow/constraint.sdc
export NUM_CORES = 4
export LEC_CHECK = 1
export CORE_AREA = 10 10 201 201
export DIE_AREA = 0 0 211 211
### design.v
module IDEX (clk, rst,flush,instr_in,extData_in,data1_in,data2_in,RegAddrI_in,RegAddrR_in,RegDst_in,ALUop_in,ALUsrc_in,MemRead_in,MemWrite_in,RegWrite_in,MemToReg_in ,instr_out,extData_out,data1_out,data2_out,RegAddrI_out,RegAddrR_out,RegDst_out,ALUop_out,ALUsrc_out,MemRead_out,MemWrite_out,RegWrite_out,MemToReg_out);
   input         clk;
   input         rst;
   input         flush;
   input  [31:0] instr_in;
   input  [31:0] extData_in;
   input  [31:0] data1_in;
   input  [31:0] data2_in;
   input  [4:0] RegAddrI_in;
   input  [4:0] RegAddrR_in;
   input  RegDst_in;
   input  [4:0] ALUop_in;
   input  [1:0] ALUsrc_in;
   input  MemRead_in;
   input  MemWrite_in;
   input  RegWrite_in;
   input  MemToReg_in;
   output [31:0] instr_out;
   input  [31:0] extData_out;
   output [31:0] data1_out;
   output [31:0] data2_out;
   output [4:0] RegAddrI_out;
   output [4:0] RegAddrR_out;
   output RegDst_out;
   output [4:0] ALUop_out;
   output [1:0] ALUsrc_out;
   output MemRead_out;
   output MemWrite_out;
   output RegWrite_out;
   output MemToReg_out;
   reg [31:0] instr;
   reg [31:0] extData;
   reg [31:0] data1;
   reg [31:0] data2;
   reg [4:0] RegAddrI;
   reg [4:0] RegAddrR;
   reg RegDst;
   reg [4:0] ALUop;
   reg [1:0] ALUsrc;
   reg MemRead;
   reg MemWrite;
   reg RegWrite;
   reg MemToReg;
   always @(posedge clk or posedge rst) begin
      if ( rst ) 
        begin
            instr <= 0;
            extData <= 0;
            data1 <= 0;
            data2 <= 0;
            RegAddrI <= 0;
            RegAddrR <= 0;
            RegDst <= 0;
            ALUop <= 0;
            ALUsrc <= 0;
            MemRead <= 0;
            MemWrite <= 0;
            RegWrite <= 0;
            MemToReg <= 0;
        end
      else
        begin
          if(flush==0)
            begin
             instr <= instr_in;
             MemRead <= MemRead_in;
             MemWrite <= MemWrite_in;
             RegWrite <= RegWrite_in;
             MemToReg <= MemToReg_in;
           end
          else
            begin
            instr <=0;
             MemRead <= 0;
             MemWrite <= 0;
             RegWrite <= 0;
             MemToReg <= 0;
            end
           extData <= extData_in;
           data1 <= data1_in;
           data2 <= data2_in;
           RegAddrI <= RegAddrI_in;
           RegAddrR <= RegAddrR_in;
           RegDst <= RegDst_in;
           ALUop <= ALUop_in;
           ALUsrc <= ALUsrc_in;          
        end
   end 
   assign instr_out=instr;
   assign extData_out=extData;
   assign data1_out = data1;
   assign data2_out = data2;
   assign RegAddrI_out = RegAddrI;
   assign RegAddrR_out = RegAddrR;
   assign RegDst_out = RegDst;
   assign ALUop_out = ALUop;
   assign ALUsrc_out = ALUsrc;
   assign MemRead_out = MemRead;
   assign MemWrite_out = MemWrite;
   assign RegWrite_out = RegWrite;
   assign MemToReg_out = MemToReg;
endmodule
### run.sh
#!/bin/bash
# OpenROAD 26Q1-2900-gdf79404cd8, Yosys 0.63+post, stock flow scripts
make -C /OpenROAD-flow-scripts/flow DESIGN_CONFIG=/design/flow/config.mk WORK_HOME=/design/flow/orfs finish
==> impl_metrics.ini <==
; generated from flow reports
[status]
status = complete, but fails checks
violations = setup timing

[grt]
track_usage_pct = 5.57
grt_pass1_vias = 2486
overflow = 0
antenna_found_initial = 3
grt_max_degree = 35
grt_pass1_wl_um = 18000

[pwr]
p_leak_nw = 2.82
pwr_density_cell_nw_per_um2 = 1900
peakVddDrop_mv = 1.12

[routing]
routedWlPerCell_um = 14.0
viasPerCell = 2.48
antenna_left = 0
vias = 2217
drtPass1Iterations = 4
drt_iter0_markers = 63
routed_wl_um = 12500
drc_errors = 0

[logic_synthesis]
avgSynthCellArea_um2 = 20.4
synthDistinctLibCells = 5
yosys_cells = 158
yosys_area_um2 = 3230
netlist_area_um2 = 3230
postSynthSeqShare_pct = 91.4
yosys_warnings = 1
syn_inst = 158
synth_flops = 118

[clock_tree]
clock_sinks = 118
htreeDepth = 4
path_clk_slew_ps = 60
numCtsBuffers = 17
cts_tree = done
cts_root_buffer = clkbuf_16
clock_tree.buffer_depth = 2
postCtsSetupRepairBufs = 0

[layout]
drive_above_1_share_pct = 38.1
final_cell_count_no_fill = 893
design_area_um2 = 6310
syn_to_final_growth_pct = 95.3
layout_top_cells = clkdlybuf4s50_1 (119), dfrtp_1 (118), buf_2 (112)
final_common_cell = clkdlybuf4s50_1

[critical_path]
cp_num_buf_inv = 1
worstSetupEndpointType = primary output
path_delay_family = flip-flops
cp_slowest_cell = dfrtp_1
crit_required_ps = 800
max_stage_delay_ps = 380
crit_arrival_ps = 930
crit_fanout = 1
cp_cell_sequence = buf_6
start_kind = flop
crit_type = reg -> out

[sta]
hold_viol = 0
relSlewSlack_pct = 83.0
setup_slack_ps = -128
fin_crit_sh_pct = 113
finalSetupViolations = 118
rsz0062_at_grt = yes
fmax_ghz = 0.886
slew_viol_final = 0
tightest_slew_ps = 255
period_needed_ps = 1130

[placed_design]
place_inst = 861
hpwl_um = 10200
routabilityCongestion = 0.728
portBuffers = 238
placed_cell_area_um2 = 6280

[floorplanning]
rows = 69
io_pins = 303
die_area_um2 = 44500
coreArea_um2 = 35700
die_h_um = 211
die_w_um = 211
fp_util_pct = 9.04

[hold_path]
hold_path.class = in -> reg

[job]
maxCapViolCount = 0
warnings = 92
## stage by stage
| stage | worst slack, ps | hold WS (ps) | total power [mW] | setup TNS [ps] | util (%) |
|---|---|---|---|---|---|
| 2_1_floorplan | -641 | 231 | 5.25 | -75680 | - |
| 5_1_grt | -193 | 125 | 12.6 | -17040 | 17.6 |
| 3_5_place_dp | -98.5 | 566 | 6.38 | -770 | 17.6 |
| 4_1_cts | -181 | 93.5 | 12.3 | -15660 | 17.6 |
| 6_report | -128 | 132 | 12.0 | -10130 | 17.7 |
| 3_3_place_gp | -102 | 562 | 6.37 | -767 | 17.6 |
## per-layer routing
layer / vias to the layer above / track usage, % / wire, µm
met5: - / 0 / 29
met4: 4 / 0.999 / 240
met3: 17 / 2.81 / 1460
met2: 128 / 8.77 / 5970
met1: 1056 / 6.80 / 4840
li1: 1012 / - / -
## power breakdown
| part | leakage [nW] | switching [mW] | internal, mW | total (mW) |
|---|---|---|---|---|
| Combinational | 1.13 | 0.290 | 0.663 | 0.952 |
| Clock | 0.271 | 2.47 | 3.48 | 5.95 |
| Sequential | 1.42 | 0.0516 | 5.01 | 5.06 |
## flip-flops by register name, summed over array words and instances (netlist names)
| register | cells |
|---|---|
| data1 | 32 |
| data2 | 32 |
| instr | 32 |
| ALUop | 5 |
| RegAddrI | 5 |
| RegAddrR | 5 |
| ALUsrc | 2 |
| MemRead | 1 |
| MemToReg | 1 |
| MemWrite | 1 |
| RegDst | 1 |
| RegWrite | 1 |
## final cells by class
cell class	count	area (µm²)
fillers	3934	29400
flip-flops and latches	118	2950
repair buffers	245	1960
well taps	461	577
clock buffers	17	425
multi-input cells	36	240
clock inverters	14	145
inverters	1	7.51
diodes	1	2.50
## synth_stat cells
cell | number | area [µm²]
and2b_2 | 6 | 52.6
nor2b_1 | 30 | 188
inv_1 | 1 | 3.75
buf_6 | 3 | 33.8
dfrtp_1 | 118 | 2950
## path summary, 6_finish.rpt
check                      slack (ps)  cells past startpoint  startpoint      endpoint
setup / recovery                 -130                      1    instr[9]  instr_out[9]
hold / removal                    130                      2       flush     instr[14]
max in group asynchronous         480                      3         rst      data2[4]
min in group asynchronous         290                      3         rst     instr[31]
## cells by family (layout without fill, tap and decap cells)
family / count (synthesis) / in the layout / synth area share (%)
flip-flops: 118 / 118 / 91.4
AND/OR/NAND/NOR: 36 / 36 / 7.44
buffers and inverters: 4 / 277 / 1.16
other: 0 / 1 / 0
## repair_timing
item                       4_1_cts  5_1_grt
setup endpoints to repair      118      118
resized                        396        4
hold buffers                     0        0
Power figures rest on the tool's default switching activity, not on a simulated workload.
