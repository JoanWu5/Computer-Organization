[flow/config.mk]
export PLATFORM = sky130hd
export DESIGN_NAME = EXMEM
export DESIGN_NICKNAME = EXMEM
export VERILOG_FILES = /design/flow/design.v
export SDC_FILE = /design/flow/constraint.sdc
export NUM_CORES = 4
export LEC_CHECK = 1
export CORE_UTILIZATION = 40
[flow/constraint.sdc]
current_design EXMEM

set clk_period 1.0
set clk_io_pct 0.2

create_clock -name clk0 -period $clk_period [get_ports {clk}]

set non_clock_inputs [all_inputs -no_clocks]
set_input_delay [expr $clk_period * $clk_io_pct] -clock clk0 $non_clock_inputs
set_output_delay [expr $clk_period * $clk_io_pct] -clock clk0 [all_outputs]
[flow/design.v]
module EXMEM (clk, rst ,ALUresult_in,zero_in,rt_in,RegDst_in,RegAddrI_in,RegAddrR_in,MemRead_in,MemWrite_in,RegWrite_in,MemToReg_in,ALUresult_out,zero_out,rt_out,RegDst_out,RegAddrI_out,RegAddrR_out,MemRead_out,MemWrite_out,RegWrite_out,MemToReg_out);
   input         clk;
   input         rst;
   input  [31:0] ALUresult_in;
   input  zero_in;
   input  [31:0] rt_in;
   input  RegDst_in;
   input  [4:0] RegAddrI_in;
   input  [4:0] RegAddrR_in;
   input  MemRead_in;
   input  MemWrite_in;
   input  RegWrite_in;
   input  MemToReg_in;
   output [31:0] ALUresult_out;
   output zero_out;
   output [31:0] rt_out;
   output  RegDst_out;
   output [4:0] RegAddrI_out;
   output [4:0] RegAddrR_out;
   output MemRead_out;
   output MemWrite_out;
   output RegWrite_out;
   output MemToReg_out;
   reg [31:0] ALUresult;
   reg zero;
   reg [31:0] rt;
   reg RegDst;
   reg [4:0] RegAddrI;
   reg [4:0] RegAddrR;
   reg MemRead;
   reg MemWrite;
   reg RegWrite;
   reg MemToReg;
   always @(posedge clk or posedge rst) begin
      if ( rst ) 
        begin
            ALUresult <= 0;
            zero <= 0;
            rt<=0;
            RegDst<=0;
            RegAddrI <= 0;
            RegAddrR <= 0;
            MemRead <= 0;
            MemWrite <= 0;
            RegWrite <= 0;
            MemToReg <= 0;
        end
      else
        begin
           ALUresult <= ALUresult_in;
           zero <= zero_in;
           rt<=rt_in;
           RegDst<=RegDst_in;
           RegAddrI <= RegAddrI_in;
           RegAddrR <= RegAddrR_in;
           MemRead <= MemRead_in;
           MemWrite <= MemWrite_in;
           RegWrite <= RegWrite_in;
           MemToReg <= MemToReg_in;
        end
   end  
   assign ALUresult_out = ALUresult;
   assign zero_out = zero;
   assign rt_out = rt;
   assign RegDst_out=RegDst;
   assign RegAddrI_out = RegAddrI;
   assign RegAddrR_out = RegAddrR;
   assign MemRead_out = MemRead;
   assign MemWrite_out = MemWrite;
   assign RegWrite_out = RegWrite;
   assign MemToReg_out = MemToReg;
endmodule
[flow/run.sh]
#!/bin/bash
# OpenROAD 26Q1-2900-gdf79404cd8, Yosys 0.63+post, stock flow scripts
make -C /OpenROAD-flow-scripts/flow DESIGN_CONFIG=/design/flow/config.mk WORK_HOME=/design/flow/orfs finish
==> flow_summary.toml <==
# flow metrics
[finish]
fillers = 320
final_util = 0.749
comb_area_sq_um = 0
synthToLayoutAreaGrowth_pct = 78.8
drive_gt1_frac = 0.374
logic_gate_count = 0

[clock_tree]
cts_max_path_buffers = 2
root_buffer = "clkbuf_8"
cts_max_level = 3
tritoncts = "built"
numCtsBuffers = 9
clk_pin_slew_ns = 0.08
cts_sinks = 80

[synthesis]
yosys_cells = 81
syn_area_per_cell_sq_um = 24.8
area_leaders = "dfrtp_1 (100%), inv_1 (0.19%)"
syn_inst = 81
synthesis.area_sq_mm = 0.00201
ys.flops = 80
synth.top_cell.area_share = 0.998
synth-seq-area-share = 0.998
yosysWarnings = 1
yosysUniqueCellTypes = 2
yosys.area.top_type = "dfrtp_1"
ys_area_sq_mm = 0.00201

[setup_path]
critPathBufInv = 1
cp_max_fo = 1
crit_start = "RegAddrI[4]"
worstSetupPathType = "reg -> out"
start_kind = "register"
critical-path-max-stage-delay_ns = 0.40
end_kind = "output pin"
critPathRequiredTime_ns = 0.80
path_cells = "buf_2"
path_delay_family = "flip-flops"
crit_slowest_cell = "dfrtp_1"
worstPathArrival_ns = 0.87

[detailed_routing]
route.met3.wl_um = 955
route.vias.total = 1418
routed_wl_mm = 6.46
wl_met1_mm = 2.32
via_per_inst = 4.31
drc = 0
first_iter_violations = 41
drtPass1Iterations = 4
num_antenna_cells = 0
wl_per_cell_um = 19.6
top_layer_used = "met4"
ant_nets = 0
wl_met2_mm = 3.07

[grt]
grt_start_max_net_pins = 26
grt_usage = 0.275
antenna_found_initial = 0
grt_pass1_vias = 1592
grt_pass1_wl_mm = 9.43
grt.overflow.total = 0

[final_timing]
clock.fmax_mhz = 937
tns_ns = -0.676
period_used_share = 1.07
worstMarginPinSlew_ns = 0.181
setup_ws_ns = -0.0668
min_period_ns = 1.07
rsz0062_at_grt = "yes"
drv_slew = 0
slew_headroom = 0.879
finalHoldViolations = 0
setup_viol = 40

[pwr]
irDropWorstVdd_mv = 1.37
p_leak_nw = 1.70
p_seq_frac = 0.531
powerDensity_mw_per_mm2 = 1810
pwr-share-comb = 0.086
swShare = 0.187
p_clk_frac = 0.383
finalPower_mw = 6.49
power.switching_mw = 1.22
p_int_mw = 5.27

[placed_design]
dp.final_hpwl_mm = 4.70
gp_congestion = 0.759
numPortBuffers = 161

[floorplan]
io_pins = 162
die_y_um = 72.8
core_sq_mm = 0.00479
rows = 25
initCoreUtil = 0.419
die_x_um = 72.8
chipArea_sq_mm = 0.00530

[job]
warnings = 29
drv_cap = 0

[worst_hold_path]
hold_path_startpoint = "ALUresult_in[12]"
hp-class = "in -> reg"

[outcome]
status = "complete, but fails checks"
failed_checks = "setup timing"
[power groups by stage]
stage,logic (mW),registers [mW],clock network [mW]
4_1_cts,0.570,3.45,2.54
5_1_grt,0.607,3.46,2.68
6_report,0.560,3.45,2.49
[metrics by stage]
step | area (sq um) | hold slack, ns | setup slack, ns | cells
5_1_grt | 3590 | 0.284 | -0.105 | 329
4_1_cts | 3590 | 0.290 | -0.0775 | 329
3_3_place_gp | 3770 | 0.646 | -0.000744 | 313
3_5_place_dp | 3770 | 0.648 | -0.0323 | 313
2_1_floorplan | 2010 | 0.231 | -0.110 | 81
6_report | 3590 | 0.302 | -0.0668 | 329
[cells by family (layout without fill, tap and decap cells)]
group                  after synthesis  in the layout  synth area share
flip-flops                          80             80             0.998
buffers and inverters                1            182           0.00187
[synthesized netlist by cell type]
cell type,number
dfrtp_1,80
inv_1,1
[metal layers]
metal	global-route usage	vias to the layer above
li1	-	597
met5	0	-
met2	0.423	118
met1	0.372	690
met3	0.147	13
met4	0.0523	0
[flip-flops by register name (all words and copies together), names as in the netlist]
signal and count:
RegWrite 1, rt 32, MemWrite 1, MemRead 1, MemToReg 1, RegAddrI 5, ALUresult 32, zero 1
RegAddrR 5, RegDst 1
[area by class of cell]
cell class | instances | area, sq um | area share
well taps | 67 | 83.8 | 0.0234
flip-flops and latches | 80 | 2000 | 0.558
clock inverters | 3 | 65.1 | 0.0181
inverters | 1 | 7.51 | 0.00209
clock buffers | 13 | 149 | 0.0415
repair buffers | 165 | 1280 | 0.357
[cells in the final DEF (no fill, tap or decap)]
master           Yosys  final
clkinv_2             0      1
buf_2                0     80
clkdlybuf4s50_1      0     81
clkbuf_8             0     10
clkbuf_1             0      3
dfrtp_1             80     80
buf_4                0      1
buf_12               0      3
bufinv_16            0      2
clkinvlp_4           0      1
[worst paths after layout]
path / end / slack (ns) / cells after the start
setup / recovery: RegAddrI_out[4] / -0.07 / 1
hold / removal: ALUresult[12] / 0.30 / 1
max in group asynchronous: ALUresult[30] / 0.44 / 3
min in group asynchronous: rt[0] / 0.33 / 3
[timing repair]
action,CTS,global route
gates resized,249,0
gates cloned,0,0
hold buffers,0,0
setup endpoints to repair,80,80
buffers inserted,0,0
Power is estimated from default activity; no workload was simulated.
